==> design.v <==
module mcif_arb_comb4
(
	input [1:0]cur_arb_id,
	input [3:0]arb_req,
	input arb_en,
	output reg [1:0]nxt_arb_id
);
always @(*)
begin
	if(arb_en)
	begin
		case(cur_arb_id)
			2'd0:
				case(1'b1)
					arb_req[1]:nxt_arb_id=2'd1;
					arb_req[2]:nxt_arb_id=2'd2;
					arb_req[3]:nxt_arb_id=2'd3;
					arb_req[0]:nxt_arb_id=2'd0;
					default:nxt_arb_id=2'd0;
				endcase
			2'd1:
				case(1'b1)
					arb_req[2]:nxt_arb_id=2'd2;
					arb_req[3]:nxt_arb_id=2'd3;
					arb_req[0]:nxt_arb_id=2'd0;
					arb_req[1]:nxt_arb_id=2'd1;
					default:nxt_arb_id=2'd1;
				endcase
			2'd2:
				case(1'b1)
					arb_req[3]:nxt_arb_id=2'd3;
					arb_req[0]:nxt_arb_id=2'd0;
					arb_req[1]:nxt_arb_id=2'd1;
					arb_req[2]:nxt_arb_id=2'd2;
					default:nxt_arb_id=2'd2;
				endcase
			2'd3:
				case(1'b1)
					arb_req[0]:nxt_arb_id=2'd0;
					arb_req[1]:nxt_arb_id=2'd1;
					arb_req[2]:nxt_arb_id=2'd2;
					arb_req[3]:nxt_arb_id=2'd3;
					default:nxt_arb_id=2'd3;
				endcase
			default:nxt_arb_id=2'd0;
		endcase
	end
	else
		nxt_arb_id=cur_arb_id;
end
endmodule
module mcif_rr_arb4
(
	input clk,
	input rst_n,
	input gnt_valid,
	input gnt_ready,
	input [3:0]arb_req,
	output [3:0]arb_gnt
);
reg [1:0]cur_arb_id;
wire [1:0]nxt_arb_id;
reg arb_en;
always @(posedge clk or negedge rst_n)
if(~rst_n)
	arb_en<=1'b1;
else
	if(gnt_valid)
	begin
		if(gnt_ready)
			arb_en<=1'b1;
		else
			arb_en<=1'b0;	
	end
mcif_arb_comb4 u_mcif_arb_comb4
(
	.cur_arb_id(cur_arb_id),
	.arb_req(arb_req),
	.arb_en(arb_en),
	.nxt_arb_id(nxt_arb_id)
);
always @(posedge clk or negedge rst_n)
if(~rst_n)
	cur_arb_id<=2'd0;
else
	cur_arb_id<=nxt_arb_id;
assign arb_gnt[0]=(nxt_arb_id==2'd0)&arb_req[0];
assign arb_gnt[1]=(nxt_arb_id==2'd1)&arb_req[1];
assign arb_gnt[2]=(nxt_arb_id==2'd2)&arb_req[2];
assign arb_gnt[3]=(nxt_arb_id==2'd3)&arb_req[3];
endmodule
==> run.sh <==
#!/bin/bash
# OpenROAD 26Q1-2900-gdf79404cd8, Yosys 0.63+post, stock flow scripts
make -C /OpenROAD-flow-scripts/flow DESIGN_CONFIG=/design/flow/config.mk WORK_HOME=/design/flow/orfs finish
==> config.mk <==
export PLATFORM = sky130hd
export DESIGN_NAME = mcif_rr_arb4
export DESIGN_NICKNAME = mcif_rr_arb4
export VERILOG_FILES = /design/flow/design.v
export SDC_FILE = /design/flow/constraint.sdc
export NUM_CORES = 4
export LEC_CHECK = 1
export CORE_AREA = 10 10 70 70
export DIE_AREA = 0 0 80 80
==> constraint.sdc <==
current_design mcif_rr_arb4

set clk_period 2.8
set clk_io_pct 0.2

create_clock -name clk0 -period $clk_period [get_ports {clk}]

set non_clock_inputs [all_inputs -no_clocks]
set_input_delay [expr $clk_period * $clk_io_pct] -clock clk0 $non_clock_inputs
set_output_delay [expr $clk_period * $clk_io_pct] -clock clk0 [all_outputs]
==> impl_metrics.json <==
{
  "status": "complete, no violations",
  "period_needed_ns": 2.67,
  "grt_max_degree": 16,
  "synth.distinct_cells": 32,
  "p_int_uw": 147,
  "grt_usage": 0.0383,
  "clkSinkCount": 5,
  "placedCellCount": 109,
  "path_clk_slew_ns": 0.04,
  "setup_viol": 0,
  "clock.fmax_mhz": 374,
  "edf_count": 0,
  "mux_share": 0.0240,
  "worst_r2r_endpoint": "cur_arb_id[0]",
  "worst-r2r-setup-slack_ns": 1.52,
  "root_buffer": "clkbuf_4",
  "clock_latency_ns": 0.24,
  "areaGrowthSynthToFinish_pct": 42.9,
  "yosys.area_share.aoi": 0.344,
  "finalNonFillerCells": 113,
  "top_cell_area_share": 0.160,
  "holdBufCountCts": 0,
  "first_pass_iters": 3,
  "core_um2": 3420,
  "start_kind": "primary input",
  "period_used_share": 0.954,
  "yosys-top-cells-area": "dfrtp_1, dfstp_2, o311ai_4",
  "p_comb_frac": 0.176,
  "cts_setup_buffers": 0,
  "arrival_ns": 2.11,
  "yosys_cells": 50,
  "vdd_drop_max_mv": 0.194,
  "wl_per_cell_um": 10.7,
  "ys_warn_count": 2,
  "switchingPower_uw": 51.0,
  "yosys.area_share.simple": 0.256,
  "fp_util": 0.137,
  "grt_pass1_vias": 417,
  "syn_inst": 50,
  "min_path_type": "primary input to async pin",
  "fp.dieW_um": 80,
  "relSlewSlack": 0.786,
  "p_per_area_nw_per_um2": 295,
  "grt_overflow_total": 0,
  "ios": 12,
  "xor_area_frac": 0,
  "ys_area_um2": 469,
  "dieArea_um2": 6400,
  "r2r-start": "cur_arb_id[2]",
  "numCtsBuffers": 3,
  "critPathRequiredTime_ns": 2.24,
  "ys_seq_share": 0.272,
  "worst-setup-path-type": "primary input to output port",
  "clock_power_share": 0.414,
  "vias_per_cell": 3.96,
  "netlist_area_um2": 469,
  "port_buffers": 11,
  "tritoncts": "yes",
  "grt_pass1_wl_um": 2040,
  "adder_share": 0,
  "grt_antenna_before_repair": 0,
  "seq_power_share": 0.411,
  "dp_hpwl_um": 953,
  "top_logic_kind": "AND-OR/OR-AND gates",
  "total_power_uw": 198,
  "drc": 0,
  "ff_type": "dfrtp_1",
  "diodes": 0,
  "drv_cap": 0,
  "cp-end-kind": "output port",
  "async_reset_ff_frac": 1.00,
  "cts_buffer_depth": 2,
  "die_y_um": 80,
  "row_count": 21,
  "worstRegToRegCells": 5,
  "switching_share": 0.258,
  "hold_slack_ns": 0.543,
  "hold_viol": 0,
  "tightestPinTransition_ns": 0.321,
  "avgSynthCellArea_um2": 9.38,
  "ys_ff": 5,
  "crit_fanout": 7,
  "leakage_uw": 0.000270,
  "drive_gt1_frac": 0.373,
  "drt_iter0_markers": 16,
  "skew_ns": 0.00453,
  "num_vias": 447,
  "htree_levels": 1,
  "place_congestion": 0.834,
  "slew_viol_final": 0,
  "rsz0062_at_grt": "yes",
  "route.final.wire_length_um": 1210,
  "warnings": 26,
  "yosysTopAreaCell": "dfrtp_1",
  "ant_nets": 0
}
-- registers in the layout, indices dropped and copies added, names as in the netlist --
name	flops
cur_arb_id	4
arb_en	1
-- repair_timing --
action                                 CTS  global route
endpoints found under the hold margin    0             0
setup endpoints to repair                4             3
gates resized                            4             5
pin swaps                                1             0
-- metal layers --
layer / vias to the layer above / share of wire / track usage / routed length, um
met2: 9 / 0.48 / 0.0514 / 586
met1: 211 / 0.45 / 0.0560 / 550
met4: 0 / 0 / 0.00528 / 0
met3: 0 / 0.061 / 0.0159 / 74
li1: 227 / - / - / -
met5: - / 0 / 0 / 0
-- layout by cell type, fill, tap and decap left out, types with 3 or more instances in the layout --
master	synthesis	routed
buf_4	3	6
clkdlybuf4s50_1	0	7
nor2b_1	3	3
nand2_1	3	3
dfrtp_1	3	3
o31ai_1	3	3
clkbuf_4	0	3
inv_2	3	3
-- cells by family (layout without fill, tap and decap cells) --
| logic type | Yosys count | in the layout |
|---|---|---|
| AOI/OAI and AO/OA | 17 | 17 |
| buffers and inverters | 8 | 25 |
| DFF | 5 | 5 |
| muxes | 1 | 1 |
| and+or+nand+nor | 19 | 19 |
-- area by class of cell --
class / count / area, um2
Clock buffer: 4 / 26.3
Multi-Input combinational cell: 37 / 302
Timing Repair Buffer: 17 / 143
Inverter: 4 / 15.0
Fill cell: 386 / 2750
Sequential cell: 5 / 128
Tap cell: 46 / 57.6
-- power by group through the flow --
| stage | Combinational, uW | Clock, uW | Sequential [uW] |
|---|---|---|---|
| global route | 38.0 | 94.8 | 81.7 |
| finish | 34.7 | 81.7 | 81.2 |
| CTS | 35.1 | 85.0 | 81.0 |
-- worst max path at each step --
stage	slack (ns)	end	start
after CTS	0.08	arb_gnt[1]	arb_req[1]
after global routing	-0.007	arb_gnt[2]	arb_req[3]
final	0.13	arb_gnt[2]	arb_req[2]
-- stage by stage --
stage	cell area [um2]	utilization	setup TNS [ns]	setup WS, ns
after floorplan	469	-	0	0.962
after global placement	648	0.190	-0.588	-0.168
after detailed placement	648	0.190	-0.549	-0.163
after CTS	669	0.196	0	0.0850
after global routing	671	0.196	-0.00713	-0.00713
final	671	0.196	0	0.128
-- critical path, stage by stage --
cell             delay (ns)
dlygate4sd2_1          0.37
o211ai_1               0.16
o21ai_2                0.31
nor3b_2                0.23
clkdlybuf4s50_1        0.49
Power and IR drop assume default switching activity.
