===== design/flow/design.v =====
module mcif_arb_comb5
(
	input [2:0]cur_arb_id,
	input [4:0]arb_req,
	input arb_en,
	output reg [2:0]nxt_arb_id
);
always @(*)
begin
	if(arb_en)
	begin
		case(cur_arb_id)
			3'd0:
				case(1'b1)
					arb_req[1]:nxt_arb_id=3'd1;
					arb_req[2]:nxt_arb_id=3'd2;
					arb_req[3]:nxt_arb_id=3'd3;
					arb_req[4]:nxt_arb_id=3'd4;
					arb_req[0]:nxt_arb_id=3'd0;
					default:nxt_arb_id=3'd0;
				endcase
			3'd1:
				case(1'b1)
					arb_req[2]:nxt_arb_id=3'd2;
					arb_req[3]:nxt_arb_id=3'd3;
					arb_req[4]:nxt_arb_id=3'd4;
					arb_req[0]:nxt_arb_id=3'd0;
					arb_req[1]:nxt_arb_id=3'd1;
					default:nxt_arb_id=3'd1;
				endcase
			3'd2:
				case(1'b1)
					arb_req[3]:nxt_arb_id=3'd3;
					arb_req[4]:nxt_arb_id=3'd4;
					arb_req[0]:nxt_arb_id=3'd0;
					arb_req[1]:nxt_arb_id=3'd1;
					arb_req[2]:nxt_arb_id=3'd2;
					default:nxt_arb_id=3'd2;
				endcase
			3'd3:
				case(1'b1)
					arb_req[4]:nxt_arb_id=3'd4;
					arb_req[0]:nxt_arb_id=3'd0;
					arb_req[1]:nxt_arb_id=3'd1;
					arb_req[2]:nxt_arb_id=3'd2;
					arb_req[3]:nxt_arb_id=3'd3;
					default:nxt_arb_id=3'd3;
				endcase
			3'd4:
				case(1'b1)
					arb_req[0]:nxt_arb_id=3'd0;
					arb_req[1]:nxt_arb_id=3'd1;
					arb_req[2]:nxt_arb_id=3'd2;
					arb_req[3]:nxt_arb_id=3'd3;
					arb_req[4]:nxt_arb_id=3'd4;
					default:nxt_arb_id=3'd4;
				endcase
			default:nxt_arb_id=3'd0;
		endcase
	end
	else
		nxt_arb_id=cur_arb_id;
end
endmodule
module mcif_rr_arb5
(
	input clk,
	input rst_n,
	input gnt_valid,
	input gnt_ready,
	input [4:0]arb_req,
	output [4:0]arb_gnt
);
reg [2:0]cur_arb_id;
wire [2:0]nxt_arb_id;
reg arb_en;
always @(posedge clk or negedge rst_n)
if(~rst_n)
	arb_en<=1'b1;
else
	if(gnt_valid)
	begin
		if(gnt_ready)
			arb_en<=1'b1;
		else
			arb_en<=1'b0;	
	end
mcif_arb_comb5 u_mcif_arb_comb5
(
	.cur_arb_id(cur_arb_id),
	.arb_req(arb_req),
	.arb_en(arb_en),
	.nxt_arb_id(nxt_arb_id)
);
always @(posedge clk or negedge rst_n)
if(~rst_n)
	cur_arb_id<=3'd0;
else
	cur_arb_id<=nxt_arb_id;
assign arb_gnt[0]=(nxt_arb_id==3'd0)&arb_req[0];
assign arb_gnt[1]=(nxt_arb_id==3'd1)&arb_req[1];
assign arb_gnt[2]=(nxt_arb_id==3'd2)&arb_req[2];
assign arb_gnt[3]=(nxt_arb_id==3'd3)&arb_req[3];
assign arb_gnt[4]=(nxt_arb_id==3'd4)&arb_req[4];
endmodule

===== design/flow/run.sh =====
#!/bin/bash
# OpenROAD 26Q1-2900-gdf79404cd8, Yosys 0.63+post, stock flow scripts
make -C /OpenROAD-flow-scripts/flow DESIGN_CONFIG=/design/flow/config.mk WORK_HOME=/design/flow/orfs finish

===== design/flow/config.mk =====
export PLATFORM = sky130hd
export DESIGN_NAME = mcif_rr_arb5
export DESIGN_NICKNAME = mcif_rr_arb5
export VERILOG_FILES = /design/flow/design.v
export SDC_FILE = /design/flow/constraint.sdc
export NUM_CORES = 4
export LEC_CHECK = 1
export CORE_AREA = 10 10 70 70
export DIE_AREA = 0 0 80 80

===== design/flow/constraint.sdc =====
current_design mcif_rr_arb5

set clk_period 4.0
set clk_io_pct 0.2

create_clock -name clk0 -period $clk_period [get_ports {clk}]

set non_clock_inputs [all_inputs -no_clocks]
set_input_delay [expr $clk_period * $clk_io_pct] -clock clk0 $non_clock_inputs
set_output_delay [expr $clk_period * $clk_io_pct] -clock clk0 [all_outputs]

==> results.cfg <==
; flow metrics
[route]
routed_via_density = 4.31
drt_pass1_iterations = 4
vias = 522
drc = 0
drt_wl_total_mm = 1.46
first_iter_violations = 38
wire_per_inst_um = 12.1
ant_nets = 0
diodes = 0

[synthesis]
synthCells = 61
synthesis.area_sq_um = 526
synth_seq_share_pct = 29.0
yosysChipArea_sq_um = 526
ff_type = dfrtp_1
synthArstFlopShare_pct = 100
synth_cell_type_count = 33
ys_seq_elements = 6
yosysWarnings = 2
synth.area.top_cells = dfrtp_1 19%, dfstp_2 10%, nand2_1 5.7%
yosys.area.top_type = dfrtp_1
synth_top_area_share_pct = 19.0
ys_cells = 61
edf_count = 0
syn-mean-instance-area_sq_um = 8.61

[worst_setup_path]
slowest_stage = clkdlybuf4s50_1
r2r-end = cur_arb_id[2]
reg2reg_depth = 3
regToRegSetupSlack_ns = 2.61
end_kind = output pin
crit_start = arb_req[1]
rr_startpoint = arb_en
cp-endpoint = arb_gnt[1]
cp_max_fo = 8
path_common_cell = clkdlybuf4s50_1
arrival_ns = 2.99
critPathLaunchType = input port
crit_required_ns = 3.20
crit_chain = clkdlybuf4s50_1, nor2b_1, o311ai_0, o211ai_2, nor2_1, and4b_2, clkdlybuf4s50_1
max_stage_delay_ns = 0.64
path_class = input port to output pin

[timing]
fin_tns_setup_ns = 0
fmax_mhz = 264
grt_setup_unrepaired = false
fin_crit_ns = 3.79
fin_skew_ns = 0.00620
maxSlewViolCount = 0
tightest_slew_ns = 0.449
fin_crit_sh_pct = 94.9
hold_viol = 0
setup_viol = 0
max-slew-margin-rel_pct = 69.9

[placed_design]
gp_congestion = 0.915
place.port_buffers = 13
hpwl_mm = 1.16

[cells_and_area]
post-route-util_pct = 20.9
mostFrequentLayoutCell = clkdlybuf4s50_1
layout_top_cells = 13 x clkdlybuf4s50_1, 8 x nand2_1, 4 x nor2b_1, 4 x o21ai_0, 4 x dfrtp_1
drive_above_1_share_pct = 18.7
fill_cells = 384
syn_to_final_growth_pct = 36.0

[global_routing]
grt_overflow = 0
grt_use_total_pct = 4.65
top_usage_layer = met1
grt_pass1_wl_mm = 2.50
met2_usage_pct = 6.58
grt_max_degree = 12
antenna_found_initial = 0
grt_pass1_vias = 531
use_met3_pct = 1.48
met1_usage_pct = 6.78

[run]
warnings = 25
cap_violations = 0

[cts]
postCtsSetupBuffers = 0
htree_levels = 1
clk_pin_slew_worst_paths_ns = 0.04
ctsHoldBuffers = 0
clockRootBuffer = clkbuf_4
ctsResizeCount = 0
numCtsBuffers = 3
clk_latency_ns = 0.24
cts_tree = done
cts.sinks = 6
cts_buffer_depth = 2

[floorplan]
die_w_um = 80
coreArea_sq_um = 3420
ios = 14
row_count = 21
fp.dieH_um = 80
initCoreUtil_pct = 15.4
chipArea_sq_um = 6400

[power]
power-per-cell-area_nw_per_um2 = 348
vdd_drop_max_v = 0.000131
leakage_nw = 0.279

[hold_path]
hp-class = register to register

[outcome]
status = finished clean
area by class of cell:
class / count / area, sq um / share of cell area, %
clock buffers: 4 / 26.3 / 3.68
inverters: 2 / 7.51 / 1.05
multi-input cells: 50 / 340 / 47.6
flip-flops and latches: 6 / 153 / 21.4
well taps: 46 / 57.6 / 8.06
repair buffers: 13 / 130 / 18.2
Yosys cell counts (2+ instances only):
cell / number
o211ai_1: 2
inv_1: 2
nand2_1: 8
nor4_1: 2
o21ai_0: 4
a211oi_1: 2
nor2b_1: 4
nor3_1: 2
nor2_1: 3
nand3_1: 2
dfrtp_1: 4
dfstp_2: 2
and3_1: 3
nand2b_1: 2
logic make-up (layout without fill, tap and decap cells):
group	after synthesis	count (layout)	synth area share, %
AND/OR/NAND/NOR	31	31	34.8
flip-flops	6	6	29.0
buffers and inverters	5	19	6.19
AND-OR/OR-AND	19	19	30.0
how the worst min path moves through the flow:
| stage | startpoint | endpoint | slack (ns) | depth (start not counted) |
|---|---|---|---|---|
| after CTS | cur_arb_id[0] | cur_arb_id[0] | 0.59 | 1 |
| after global routing | cur_arb_id[0] | cur_arb_id[0] | 0.61 | 1 |
| final | cur_arb_id[0] | cur_arb_id[0] | 0.59 | 1 |
worst max-delay path, delay by kind of cell:
kind | cells | cell delay [ns]
AND/OR/NAND/NOR | 3 | 0.49
buffers and inverters | 2 | 1.10
AND-OR/OR-AND | 2 | 0.60
where the power goes:
group	switching, mW	internal (mW)
registers	0.0180	0.0749
logic	0.0449	0.0531
clock network	0.0198	0.0376
total	0.0827	0.166
state kept, by name, summed over array words and instances (netlist names):
register	flops
arb_en	1
cur_arb_id	5
stage by stage:
step,hold WS [ns],setup WS (ns),std cells,area (sq um),power (mW)
after floorplan,0.504,1.38,61,526,0.151
after global placement,0.586,0.209,117,688,0.192
after detailed placement,0.587,0.181,117,688,0.193
after CTS,0.593,0.166,121,714,0.253
after global routing,0.607,0.0325,121,714,0.274
final,0.592,0.206,121,714,0.248
per-layer routing:
layer / wire length (um) / up-vias / share of wire, %
met5: 0 / - / 0
met4: 0 / 0 / 0
met3: 73 / 0 / 5.0
met2: 625 / 10 / 43
met1: 764 / 248 / 52
li1: - / 264 / -
Power figures rest on the tool's default switching activity, not on a simulated workload.
